## config.mk

```make
export PLATFORM = sky130hd
export DESIGN_NAME = ALU
export DESIGN_NICKNAME = ALU
export VERILOG_FILES = /design/flow/design.v
export SDC_FILE = /design/flow/constraint.sdc
export NUM_CORES = 4
export LEC_CHECK = 1
export CORE_UTILIZATION = 30
```

## constraint.sdc

```tcl
current_design ALU

set clk_period 19.3
set clk_io_pct 0.2

create_clock -name clk0 -period $clk_period

set non_clock_inputs [all_inputs -no_clocks]
set_input_delay [expr $clk_period * $clk_io_pct] -clock clk0 $non_clock_inputs
set_output_delay [expr $clk_period * $clk_io_pct] -clock clk0 [all_outputs]
```

## design.v

```verilog
module ALU(
  input  [2:0] ALUCtl, 
  input  signed [31:0] SrcA, 
  input  signed [31:0] SrcB, 
  output Zero, 
  output signed [31:0] ALUOut 
);
  assign ALUOut = 
    (ALUCtl == 3'b000) ? (SrcA &  SrcB) :          
    (ALUCtl == 3'b001) ? (SrcA |  SrcB) :          
    (ALUCtl == 3'b010) ? (SrcA +  SrcB) :          
    (ALUCtl == 3'b100) ? (SrcA & ~SrcB) :          
    (ALUCtl == 3'b101) ? (SrcA | ~SrcB) :          
    (ALUCtl == 3'b110) ? (SrcA -  SrcB) :          
    (ALUCtl == 3'b111) ? ((SrcA < SrcB) ? 32'b1 : 32'b0) :  
    32'b0;                                         
  assign Zero = (ALUOut == 0) ? 1 : 0;
endmodule
```

## run.sh

```bash
#!/bin/bash
# OpenROAD 26Q1-2900-gdf79404cd8, Yosys 0.63+post, stock flow scripts
make -C /OpenROAD-flow-scripts/flow DESIGN_CONFIG=/design/flow/config.mk WORK_HOME=/design/flow/orfs finish
```

==> results.yml <==
# implementation run metrics
status:
  status: "finished clean"
sta:
  tightestPinTransition_ns: 0.8463
  finalClockPeriodUsage_pct: 67.34
  hold_violations: 0
  report.final.slew_viol_count: 0
  setup_viol: 0
  rsz0062_at_grt: "false"
  setup_tns_ns: 0
  fmax_mhz: 76.95
  min_period_ns: 13.00
  hold_slack_ns: 8.739
  slew_headroom_pct: 43.20
floorplan:
  die_h_um: 150.1
  die-area_um2: 22530
  rows: 53
  fp-utilization_pct: 30.91
  die_x_um: 150.1
  core_um2: 21290
  io_pins: 100
global_route:
  gr-total-overflow: 0
  antenna_found_initial: 0
  grt_pass1_vias: 6798
  gr-usage-all-layers_pct: 22.36
  grt_pass1_wl_um: 38640
  grt_max_degree: 49
yosys:
  ys_cells: 984
  top_cell_area_share_pct: 24.53
  area_leaders: "ha_1 25%, a21oi_1 6.5%, inv_1 5.9%"
  ys_types: 89
  ys_area_um2: 6580
  top_area_cell: "ha_1"
  postSynthCellCount: 984
  synth.cell_area_um2: 6580
  avgSynthCellArea_um2: 6.687
  yosysWarnings: 0
  ys_seq_share_pct: 0
setup_path:
  end_kind: "primary output"
  worst-setup-path-type: "input pin to primary output"
  crit_path_start_kind: "input pin"
  cp_cell_sequence: "clkdlybuf4s50_1 -> buf_4 -> inv_1 -> nand2_1 -> nor2_1 -> o21ai_0 -> or3b_1 -> or4b_2 -> nor4_1 -> nand4b_1 -> and4bb_1 -> nand4b_1 -> nor4_2 -> clkdlybuf4s50_1"
  critical_path.max_fanout: 45
  worstPathArrival_ns: 9.14
  crit_required_ns: 15.44
  cpPeakStageDelay_ns: 0.62
  slowest_stage: "or4b_2"
  crit_family: "simple AND/OR/NAND/NOR gates"
  crit_buf_inv: 4
routing:
  diodes: 0
  wl_um: 24930
  vias: 7468
  final_antenna_net_count: 0
  drcViolationCount: 0
  viasPerCell: 5.696
  wl_per_cell_um: 19.01
  firstDrtPassIters: 7
  drt_iter0_drc: 659
power:
  power_leakage_uw: 0.003356
  total_power_uw: 222.1
  power.density_nw_per_um2: 28.74
  ir_worst_vdd_mv: 0.01985
final_layout:
  final_cells: 1311
  syn2layout_area_growth_pct: 17.44
  n_fill_cell: 2280
  regArea_um2: 0
  drive_above_1_share_pct: 3.958
  clkbuf_count: 0
  flop-count: 0
job:
  warnings: 129
  cap_violations: 0
clocking:
  postCtsSetupRepairBufs: 0
  ctsResizeCount: 0
  holdBufCountCts: 0
placed_design:
  port_buffers: 100
  place_congestion: 0.9966
  place_inst: 1311
  place_hpwl_um: 19900
hold_path:
  hp-class: "input pin to primary output"
where the power goes:
group	total, uW	switching (uW)	internal, uW
sequential	0	0	0
combinational	222	131	91.1
clock	0	0	0
cells in the final DEF (no fill, tap or decap), types with 7 or more instances in the layout:
cell type	instances
a21oi_1	86
a31oi_1	17
nand4_1	7
o31ai_1	7
nand2b_1	12
o22ai_1	7
buf_4	10
or3_1	7
o21ai_0	73
xnor2_1	11
inv_1	103
a211o_1	8
nand2_1	60
nor4_1	15
o211ai_1	14
clkdlybuf4s50_1	98
mux2i_1	17
nor3_1	26
or2_2	7
nor2_1	99
nand3_1	22
a21o_1	10
xor2_1	9
ha_1	129
nor2b_1	19
o21a_1	10
a211oi_1	26
cells in the mapped netlist (5+ instances only):
cell      count
or2_2         7
nand2b_1     12
buf_4         5
nor3_1       26
nand4_1       7
and2_1        5
nand2_1      60
ha_1        129
nor2_1       99
inv_1       103
a221o_1       5
a31oi_1      17
a211o_1       8
and3_1        5
buf_1         7
mux2i_1      17
nand3_1      22
clkbuf_1     25
a221oi_1      5
o21a_1       10
a311oi_1      5
a21oi_1      86
a21o_1       10
o31ai_1       7
nor2b_1      19
o21ai_0      73
xnor2_1      11
or3_1         7
xor2_1        9
o22ai_1       7
nor4_1       15
a211oi_1     26
o211ai_1     14
buf_2        20
worst paths after layout:
check / cells after the start / startpoint / end / slack, ns
setup / recovery: 14 / ALUCtl[1] / Zero / 6.30
hold / removal: 4 / ALUCtl[0] / ALUOut[7] / 8.74
per-layer routing:
metal  vias to the layer above  part of all wire (%)  global-route usage (%)
li1                       3674                     -                       -
met1                      3454                    46                   32.64
met2                       297                    43                   34.63
met3                        43                   7.6                   2.566
met4                         0                   3.1                   6.212
met5                         -                     0                       0
metrics by stage:
stage / util, % / cell area [um2] / setup slack (ns)
floorplan: - / 6580 / 8.738
global placement: 36.30 / 7727 / 6.450
detailed placement: 36.30 / 7727 / 6.499
CTS: 36.30 / 7727 / 6.470
global route: 36.30 / 7727 / 6.166
finish: 36.30 / 7727 / 6.304
cell families after synthesis:
family / count (synthesis) / synth area share [%]
compound gates: 342 / 35.22
xor+xnor: 20 / 2.662
fa+ha+maj: 131 / 25.14
buf+inv: 162 / 9.926
mux: 22 / 3.955
simple gates: 307 / 23.10
layout make-up:
cell class         count  area [um2]  share of cell area (%)
inverters            104       390.4                   5.052
multi-input cells    822        5927                   76.70
well taps            275       344.1                   4.453
repair buffers       110        1066                   13.80
Power and IR drop assume default switching activity.
