==> design/flow/design.v <==
module InstMem(
  input [31:0] address,        
  output reg [31:0] ReadData   
);
  reg [7:0] memory [0:44]; 
initial begin
  memory[0] = 8'b001000_00;  
  memory[1] = 8'b000_00001;  
  memory[2] = 8'b00000000;  
  memory[3] = 8'b00000101;  
  memory[4] = 8'b101011_00;  
  memory[5] = 8'b000_00001;  
  memory[6] = 8'b00000000;  
  memory[7] = 8'b00000000;  
  memory[8] = 8'b001000_00;  
  memory[9] = 8'b000_00010;  
  memory[10] = 8'b00000000;  
  memory[11] = 8'b00001010;  
  memory[12] = 8'b101011_00;  
  memory[13] = 8'b000_00010;  
  memory[14] = 8'b00000000;  
  memory[15] = 8'b00000100;  
  memory[16] = 8'b000000_00;  
  memory[17] = 8'b001_00001;  
  memory[18] = 8'b00001000;  
  memory[19] = 8'b00_100010;  
  memory[20] = 8'b000100_00;  
  memory[21] = 8'b000_01000;  
  memory[22] = 8'b00000000;  
  memory[23] = 8'b00000100;   
  memory[24] = 8'b000010_00;  
  memory[25] = 8'b00000000;  
  memory[26] = 8'b00000000;  
  memory[27] = 8'b00100000;  
  memory[28] = 8'b001000_00;  
  memory[29] = 8'b000_00100;  
  memory[30] = 8'b00000000;  
  memory[31] = 8'b00000001;  
  memory[32] = 8'b101011_00;  
  memory[33] = 8'b000_00100;  
  memory[34] = 8'b00000000;  
  memory[35] = 8'b00001000;  
end
  always @(address) begin
  ReadData[ 7: 0] = memory[address+3];
  ReadData[15: 8] = memory[address+2];
  ReadData[23:16] = memory[address+1];
  ReadData[31:24] = memory[address  ];
  end
endmodule
==> design/flow/run.sh <==
#!/bin/bash
# OpenROAD 26Q1-2900-gdf79404cd8, Yosys 0.63+post, stock flow scripts
make -C /OpenROAD-flow-scripts/flow DESIGN_CONFIG=/design/flow/config.mk WORK_HOME=/design/flow/orfs finish
==> design/flow/config.mk <==
export PLATFORM = sky130hd
export DESIGN_NAME = InstMem
export DESIGN_NICKNAME = InstMem
export VERILOG_FILES = /design/flow/design.v
export SDC_FILE = /design/flow/constraint.sdc
export NUM_CORES = 4
export LEC_CHECK = 1
export CORE_AREA = 10 10 92 92
export DIE_AREA = 0 0 102 102
==> design/flow/constraint.sdc <==
current_design InstMem

set clk_period 3.0
set clk_io_pct 0.2

create_clock -name clk0 -period $clk_period

set non_clock_inputs [all_inputs -no_clocks]
set_input_delay [expr $clk_period * $clk_io_pct] -clock clk0 $non_clock_inputs
set_output_delay [expr $clk_period * $clk_io_pct] -clock clk0 [all_outputs]
==> summary.txt <==
flow finished, numbers: outcome=finished clean, CP Class=in2out, DRT iter0 DRCs=122, worst endpoint required time=2.40 ns, core area=6459 um2, tool warnings=70, clkbuf count=0, Final Hold Fails=0, WL/cell=14.24 um, mean post-synth cell area=7.180 um2, layout cell share with drive strength beyond 1=0.4675, Via Count=2071, fmax=338.6 MHz, crit path DAT=2.35 ns, io pins=64, post-route minimum period=2.954 ns, Final ANT Viol Nets=0, Post-synth area hogs=ha_1, nand2_1, xnor2_4, chip height=102 um, grt ovf=0, Yosys cell types=62, # rows=29, YS chip area=1594 um2, drt pass-1 iters=4, slowest stage delay, CP=0.47 ns, HPWL Detailed=4313 um, Finish-stage setup viols=0, largest net degree at the start of global routing=20, first-pass GRT wire length=8970 um, crit-path max FO=15, total power=0.4977 mW, register area=0 um2, placed cell area=2484 um2, seq_cells=0, fin crit share=0.9846, Gate Count Post-Synth=222, Routed Wire Length=5910 um, startpoint types=primary input, yosys cell count=222, Die ar.=10400 um2, hold bufs inserted after CTS=0, post-synth top area cell=ha_1, RSZ-0062 raised after global routing=true, input/output buffers=34, Slew Viols, Final=0, Max Cap Viol=0, area grow syn2layout=87.36%, diodes inserted=0, most frequent CP cell=buf_4, number of global-route vias before repair=1884, YS warnings=1, Post-route DRC=0, CP cell instances=buf_4 > buf_6 > ha_2 > buf_4 > inv_1 > o31ai_1 > a21oi_1 > nor2_1 > clkdlybuf4s50_1, Hold Path Class=in2out, antenna violations before repair=0, Leak Pwr=1.334 nW, final non-filler cell area=2987 um2, top area contributor share=0.1020, fp_density=0.2468, DIE WIDTH=102 um, Fillers=597, peak supply drop=77.60 uV, gr usage total=0.1026, crit path max-delay cell type=clkdlybuf4s50_1, via-per-instance ratio=4.990, PD cells=166.6 nW/um2, Cell Area, Synth=1594 um2, Post-synth seq share=0, Worst Setup End Kind=output port, GP Congestion=0.9238
-- cells in the mapped netlist (2+ instances only) --
| cell | number |
|---|---|
| nand2_1 | 25 |
| o21ai_1 | 3 |
| inv_1 | 7 |
| xor2_1 | 4 |
| o32a_1 | 2 |
| a221oi_1 | 2 |
| xnor2_4 | 3 |
| mux2i_1 | 8 |
| ha_1 | 13 |
| nor2_1 | 21 |
| nand3_2 | 2 |
| o21ai_0 | 12 |
| o211ai_1 | 4 |
| and2_1 | 2 |
| a311oi_1 | 2 |
| nand3_1 | 6 |
| xor2_2 | 2 |
| nand3b_1 | 2 |
| buf_4 | 7 |
| nor3_1 | 11 |
| o22ai_1 | 4 |
| buf_2 | 5 |
| xnor2_1 | 9 |
| inv_2 | 2 |
| o31ai_1 | 4 |
| buf_6 | 4 |
| xnor2_2 | 2 |
| clkbuf_1 | 5 |
| nand2b_1 | 5 |
| a21oi_1 | 12 |
-- layout by cell type, fill, tap and decap left out, types with 4 or more instances in the layout --
| cell | count |
|---|---|
| a21oi_1 | 9 |
| buf_4 | 87 |
| buf_6 | 11 |
| clkdlybuf4s50_1 | 15 |
| conb_1 | 4 |
| dlygate4sd2_1 | 10 |
| ha_1 | 6 |
| ha_4 | 4 |
| inv_1 | 6 |
| mux2i_1 | 8 |
| nand2_1 | 24 |
| nand2b_1 | 4 |
| nand3_1 | 6 |
| nor2_1 | 19 |
| nor3_1 | 6 |
| nor3_2 | 5 |
| o211ai_1 | 4 |
| o21ai_0 | 8 |
| o21ai_1 | 6 |
| o22ai_1 | 4 |
| o31ai_1 | 4 |
| xnor2_2 | 7 |
| xnor2_4 | 5 |
| xor2_2 | 4 |
-- kinds of logic after synthesis --
family	synth area share
compound gates	0.2669
xor+xnor	0.1640
fa+ha+maj	0.1020
buf+inv	0.1099
mux	0.08792
other cells	0.002353
simple gates	0.2669
-- where the power goes --
part           internal (mW)  switching (mW)  total, mW
sequential                 0               0          0
combinational          0.274           0.224      0.498
clock                      0               0          0
total                  0.274           0.224      0.498
-- critical path, delay by kind of cell --
family | cells | cell delay, ns
buffers and inverters | 5 | 1.08
AND-OR/OR-AND | 2 | 0.34
AND/OR/NAND/NOR | 1 | 0.09
adder cells (fa/ha/maj) | 1 | 0.25
-- routing by layer --
layer / up-vias / share of wire / GRT usage / routed length (um)
li1: 1034 / - / - / -
met4: 0 / 0 / 0.007592 / 0
met5: - / 0 / 0 / 0
met3: 0 / 0.029 / 0.005453 / 170
met2: 49 / 0.50 / 0.1798 / 2940
met1: 988 / 0.47 / 0.1415 / 2800
-- stage by stage --
stage | cells | setup WS, ns | setup TNS (ns) | utilization | hold WS [ns]
finish | 415 | 0.04627 | 0 | 0.4624 | 1.792
CTS | 407 | -0.006835 | -0.006835 | 0.4316 | 1.806
global route | 415 | -0.03084 | -0.08790 | 0.4624 | 1.837
floorplan | 225 | 0.3375 | 0 | - | 1.227
global placement | 391 | -0.6461 | -11.89 | 0.3845 | 2.400
detailed placement | 391 | -0.6521 | -12.03 | 0.3845 | 2.402
-- timing repair --
action                                  CTS  global route
buffers inserted                         17             8
gates resized                            71            31
gates cloned                              0             1
endpoints found under the setup margin   28            15
pin swaps                                22            16
-- path summary, 6_finish.rpt --
kind,from,to,depth (start not counted)
setup / recovery,address[0],ReadData[8],9
hold / removal,address[1],ReadData[26],4
-- area by class of cell --
class	instances	area [um2]	share of cell area
Inverter	9	41.29	0.01382
Tap cell	77	96.34	0.03226
Timing Repair Buffer	134	1152	0.3858
Multi-Input combinational cell	195	1697	0.5681
Power figures rest on the tool's default switching activity, not on a simulated workload.
