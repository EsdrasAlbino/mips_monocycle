`flow/config.mk`:
```
export PLATFORM = sky130hd
export DESIGN_NAME = Mux6_Jump
export DESIGN_NICKNAME = Mux6_Jump
export VERILOG_FILES = /design/flow/design.v
export SDC_FILE = /design/flow/constraint.sdc
export NUM_CORES = 4
export LEC_CHECK = 1
export CORE_AREA = 10 10 70 70
export DIE_AREA = 0 0 80 80
```
`flow/constraint.sdc`:
```
current_design Mux6_Jump

set clk_period 1.0
set clk_io_pct 0.2

create_clock -name clk0 -period $clk_period

set non_clock_inputs [all_inputs -no_clocks]
set_input_delay [expr $clk_period * $clk_io_pct] -clock clk0 $non_clock_inputs
set_output_delay [expr $clk_period * $clk_io_pct] -clock clk0 [all_outputs]
```
`flow/design.v`:
```
module Mux6_Jump (
  input [31:0] PCJumpIn, 
  input Jump, 
  input [25:0] Destination,  
  output [31:0] PCJumpOut
);
  wire [31:0] DestinationShifted = {Destination, 2'b00}; 
  assign PCJumpOut = (Jump) ? {PCJumpIn[31:28], DestinationShifted[27:0]} : PCJumpIn;
endmodule
```
`flow/run.sh`:
```
#!/bin/bash
# OpenROAD 26Q1-2900-gdf79404cd8, Yosys 0.63+post, stock flow scripts
make -C /OpenROAD-flow-scripts/flow DESIGN_CONFIG=/design/flow/config.mk WORK_HOME=/design/flow/orfs finish
```
==> flow_summary.json <==
{
  "run_status": "complete, but fails checks",
  "violations": "setup timing",
  "grt_first_pass_wirelength_um": 3840,
  "critical_path.startpoint_type": "input port",
  "grt_usage_pct": 7.34,
  "cts_hold_buffers": 0,
  "setup.worst_path.class": "input port to primary output",
  "grt_setup_unrepaired": "true",
  "num_antenna_cells": 0,
  "vias_in_the_first_global_route": 686,
  "dpl_cell_area_um2": 1280,
  "maxCapViolations": 0,
  "critPathRequiredTime_ns": 0.80,
  "ys_cells": 35,
  "floorplan.initialDensity_pct": 13.2,
  "std_cell_rows": 21,
  "buffer_ports.inserted": 83,
  "pin_count_of_the_biggest_net_entering_global_routing": 8,
  "seqCellArea_um2": 0,
  "final_core_utilization_pct": 39.2,
  "wl_per_cell_um": 15.8,
  "dr.pass1.iters": 2,
  "crit_fanout": 7,
  "initial_antenna_violation_count": 0,
  "final_design_area_no_fill_um2": 1340,
  "number_of_buffers_and_inverters_on_the_critical_path": 3,
  "hold_violations": 0,
  "setup_viol": 26,
  "final_common_cell": "sky130_fd_sc_hd__dlygate4sd2_1",
  "maxClockFrequency_mhz": 927,
  "timing.critical_path.arrival_ns": 0.88,
  "layout_clock_buffer_count": 0,
  "stage_log_warning_count": 34,
  "slew_at_the_pin_with_the_worst_max_slew_slack_ns": 0.0791,
  "syn-cell-area_um2": 449,
  "hpwl_um": 2100,
  "core_area_um2": 3420,
  "top_area_share_pct": 60.2,
  "grtUsageMet2_pct": 12.7,
  "ys_seq_share_pct": 0,
  "grt.met1_usage_pct": 8.90,
  "layout-drive-gt1-share_pct": 52.6,
  "top_level_pins": 91,
  "setup_slack_ns": -0.0793,
  "final.period_utilization_pct": 108,
  "flops": 0,
  "post_synth.cell_area_avg_um2": 12.8,
  "finalHoldWorstSlack_ns": 0.400,
  "die.size.y_um": 80,
  "slew_headroom_pct": 94.7,
  "global_route.overflow_total": 0,
  "num_vias": 583,
  "synthCells": 35,
  "worst_ir_drop_vdd_uv": 170,
  "path_cells": "buf_12 -> buf_16 -> mux2_4 -> buf_6",
  "flow.area_growth_from_synthesis_pct": 198,
  "top_cells_by_area": "sky130_fd_sc_hd__mux2_4 (60%), sky130_fd_sc_hd__mux2_2 (20%), sky130_fd_sc_hd__buf_4 (6.7%)",
  "power.leakage_uw": 0.000724,
  "top_area_cell": "sky130_fd_sc_hd__mux2_4",
  "cellPowerDensity_nw_per_um2": 394,
  "die.size.x_um": 80,
  "timing.final.max_slew_violations": 0,
  "grtUsageMet3_pct": 2.84,
  "timing.critical_path.slowest_cell_delay_ns": 0.30,
  "slowest_stage": "sky130_fd_sc_hd__mux2_4",
  "synth_cell_type_count": 7,
  "drt-vias-per-instance": 3.60,
  "final_antenna_net_count": 0,
  "cp-end-kind": "primary output",
  "detailedPlace.worstSlack_ns": -0.930,
  "worst_path_dominant_cell_family": "buffers and inverters",
  "timing.final.crit_period_ns": 1.08,
  "route.final.wire_length_um": 2570,
  "nFillCells": 351,
  "globalplace.congestion": 0.787,
  "synth.yosys.chip_area_um2": 449,
  "setup_tns_ns": -1.83,
  "worstHoldPathType": "input port to primary output",
  "chipArea_um2": 6400,
  "detail_route.drc_violations": 0,
  "synthesis_warning_total": 0,
  "grt_busiest_layer": "met2",
  "drt_iter0_markers": 2,
  "mostFrequentLayoutCells": "sky130_fd_sc_hd__dlygate4sd2_1 (54), sky130_fd_sc_hd__mux2_4 (26), sky130_fd_sc_hd__buf_6 (21)"
}
-- per-stage QoR --
stage               total power [uW]  cells
detailed placement               538    158
CTS                              513    162
finish                           528    162
floorplan                        160     35
global placement                 536    158
global route                     567    162
-- repair_timing --
| item | CTS | global route |
|---|---|---|
| resized | 173 | 7 |
| endpoints found under the hold margin | 0 | 0 |
| buffers inserted | 1 | 0 |
| gates cloned | 3 | 0 |
| setup endpoints to repair | 28 | 27 |
-- final cells by class --
cell class / instances / area [um2] / area share, %
Tap cell: 46 / 57.6 / 4.30
Multi-Input combinational cell: 28 / 410 / 30.6
Timing Repair Buffer: 88 / 872 / 65.1
-- metal layers --
metal / share of wire (%) / up-vias
li1: - / 289
met1: 42 / 258
met2: 49 / 36
met3: 9.1 / 0
met4: 0 / 0
met5: 0 / -
-- logic make-up after synthesis --
kind of cell,Yosys count,synth area share (%)
buffers and inverters,7,17.0
multiplexers,26,80.2
AND/OR/NAND/NOR,2,2.79
-- cells in the mapped netlist --
library cell               n
sky130_fd_sc_hd__nor2b_1   2
sky130_fd_sc_hd__buf_8     1
sky130_fd_sc_hd__buf_4     4
sky130_fd_sc_hd__mux2_2    8
sky130_fd_sc_hd__buf_12    1
sky130_fd_sc_hd__buf_6     1
sky130_fd_sc_hd__mux2_4   18
-- path summary, 6_finish.rpt --
check | startpoint | endpoint | slack (ns) | cells after the start
min | PCJumpIn[28] | PCJumpOut[28] | 0.40 | 0
max | Jump | PCJumpOut[19] | -0.08 | 4
-- power by group --
group / leakage [uW] / internal, uW / switching [uW]
Sequential: 0 / 0 / 0
Clock: 0 / 0 / 0
Combinational: 0.000724 / 407 / 122
Total: 0.000724 / 407 / 122
Power figures rest on the tool's default switching activity, not on a simulated workload.
